$ cat design/flow/config.mk
export PLATFORM = sky130hd
export DESIGN_NAME = adder
export DESIGN_NICKNAME = adder
export VERILOG_FILES = /design/flow/design.v
export SDC_FILE = /design/flow/constraint.sdc
export NUM_CORES = 4
export LEC_CHECK = 1
export CORE_AREA = 10 10 70 70
export DIE_AREA = 0 0 80 80
$ cat design/flow/constraint.sdc
current_design adder

set clk_period 10.5
set clk_io_pct 0.2

create_clock -name clk0 -period $clk_period

set non_clock_inputs [all_inputs -no_clocks]
set_input_delay [expr $clk_period * $clk_io_pct] -clock clk0 $non_clock_inputs
set_output_delay [expr $clk_period * $clk_io_pct] -clock clk0 [all_outputs]
$ cat design/flow/design.v
module adder( 
	input [15:0] a,
	input [15:0] b,
	output [16:0] sum);
	assign sum = a + b; 
	initial begin 
        $dumpfile("adder_intf.vcd");
        $dumpvars(0,adder); 
	end
endmodule
$ cat design/flow/run.sh
#!/bin/bash
# OpenROAD 26Q1-2900-gdf79404cd8, Yosys 0.63+post, stock flow scripts
make -C /OpenROAD-flow-scripts/flow DESIGN_CONFIG=/design/flow/config.mk WORK_HOME=/design/flow/orfs finish
==> reports/results.tsv <==
metric	value	unit
Non-Filler Instances	197	
post-synth top area cell	ha_1	
IO buf count	49	
CP Cell Sequence	clkdlybuf4s50_1, ha_1, fa_1, a21o_1, a221oi_2, o21ai_2, o311ai_1, clkdlybuf4s50_1	
Flops	0	
Slew HR	0.679	
number of global-route vias before repair	935	
number of fill cells	353	
Post-synth seq share	0	
synth warn	3	
pin count of the biggest net entering global routing	12	
worst-margin pin slew	0.469	ns
GRT Util Overall	0.0796	
CP endpoint kind	primary output	
top cells, area	ha_1, a21o_1, xnor2_1	
CP max-delay cell	clkdlybuf4s50_1	
Die W	80	um
grt met3 use	0.0114	
outcome	finished clean	
WL/cell	13.8	um
Synth top area share	0.234	
synthesis-to-finish area growth	58.8	%
CP max FO	3	
Clock buffer cells	0	
leak pwr	0.584	nW
Placement Setup Slack	3.63	ns
PwrDens	64.1	mW/mm2
Synth Cell Area	856	um2
fin util	0.398	
setup repair bufs after CTS	0	
post-synthesis cell count	110	
most used logic cell in the final layout	clkdlybuf4s50_1	
placed cell count	197	
Worst setup SP type	primary input	
fmax	146	MHz
yosys cell count	110	
setup TNS	0	ns
initial antenna violation count	0	
worst vdd ir	0.0180	mV
first-pass GRT wire length	4.41	mm
drt pass-1 iters	4	
# diodes	0	
GPL Wtd Cong	0.857	
DRC	0	
Final period util	0.653	
fin. max-slew vios	0	
RSZ-0062 raised after global routing	false	
die y size	80	um
vias	989	
DRT antenna net count	0	
# rows	21	
Max Cap Viol	0	
worst min-delay path class	in2out	
WP data arrival	4.76	ns
kind of critical path	in2out	
Post-DP HPWL	2.33	mm
post-route minimum period	6.86	ns
DRT iter0 DRCs	39	
Setup violations, final	0	
Flop area	0	um2
# hold bufs at CTS	0	
Worst EP required	8.40	ns
chip area	0.00640	mm2
total core area	0.00342	mm2
tool warnings	32	
layout cells sized above 1	0.0397	
highest cell delay on the worst timing path	0.53	ns
WL final	2.72	mm
via density per instance	5.02	
FP Util	0.251	
Syn Area/Cell	7.78	um2
GRT overflow	0	
Final Worst Setup Slack	3.64	ns
Resized Gates After CTS	0	
GRT busiest layer	met2	
CP most frequent cell	clkdlybuf4s50_1	
met1 usage in global routing	0.110	
I/O pins	49	
library cells used by synthesis	39	
Hold Fails Final Rpt	0	
M2 GR Usage	0.135	
Yosys Chip Area	856	um2
Top cells excl fill/tap	clkdlybuf4s50_1, ha_1, a21o_1	
==> worst max-delay path: cells and delay by family <==
kind	cells	cell delay [ns]
compound gates	4	1.08
buf+inv	2	0.93
fa+ha+maj	2	0.65
==> Yosys cell counts (all sizes together) <==
| master | n |
|---|---|
| xor2 | 4 |
| fa | 1 |
| buf | 7 |
| nand2b | 1 |
| xnor2 | 6 |
| and4 | 1 |
| a31oi | 1 |
| a41oi | 2 |
| a221oi | 2 |
| o221ai | 1 |
| nor2b | 2 |
| nand2 | 4 |
| clkbuf | 1 |
| o211a | 1 |
| o311ai | 2 |
| a21o | 9 |
| nor4 | 3 |
| a21oi | 8 |
| nand3 | 3 |
| a311oi | 1 |
| nor2 | 3 |
| a2111oi | 1 |
| o211ai | 3 |
| and2 | 1 |
| o311a | 1 |
| ha | 16 |
| o21bai | 2 |
| o21ai | 5 |
| nor3 | 3 |
| a211o | 1 |
| a211oi | 4 |
| inv | 4 |
| nand4 | 2 |
| and3 | 4 |
==> per-stage QoR <==
step	total power [mW]	hold WS, ns	cell area [um2]
floorplan	0.0423	4.27	856
global placement	0.0873	5.24	1360
detailed placement	0.0878	5.24	1360
CTS	0.0884	5.25	1360
global route	0.0966	5.26	1360
finish	0.0870	5.24	1360
==> layout make-up <==
type | instances | area [um2] | share of cell area
repair buffers | 49 | 490 | 0.361
inverters | 4 | 15.0 | 0.0110
multi-input cells | 98 | 796 | 0.586
well taps | 46 | 57.6 | 0.0424
==> path summary, 6_finish.rpt <==
check                 slack (ns)  cells past startpoint  endpoint  startpoint
worst max-delay path        3.64                      8   sum[14]        a[0]
worst min-delay path        5.24                      3    sum[0]        b[0]
==> logic make-up (layout without fill, tap and decap cells) <==
logic type      count (synthesis)  after routing  synth area share
compound gates                 44             44             0.399
xor+xnor                       10             10             0.102
fa+ha+maj                      17             17             0.257
buf+inv                        12             53            0.0702
simple gates                   27             27             0.171
==> power breakdown <==
part | leakage (nW) | internal [mW] | switching [mW]
Clock | 0 | 0 | 0
Combinational | 0.584 | 0.0533 | 0.0337
Sequential | 0 | 0 | 0
==> metal layers <==
| metal | part of all wire | up-vias |
|---|---|---|
| met2 | 0.45 | 31 |
| met4 | 0 | 0 |
| met1 | 0.48 | 443 |
| met3 | 0.068 | 0 |
| li1 | - | 515 |
| met5 | 0 | - |
No activity file was given, so power comes from the tool's default toggle rates.
