<file path="flow/design.v">
module alu_8bit( input       i_clk,
                 input       i_rst, 
                 input [7:0] i_a,
                 input [7:0] i_b,
                 input       i_valid,
                 input [1:0] i_operand,
                 output reg [7:0]  o_result,
                 output reg        o_valid);
              always @(posedge i_clk or negedge i_rst) begin : proc_muxs
                  if(~i_rst) begin
                      o_result <=8'd0;
                  end 
                  else begin
                      if(i_valid ==1'b1) begin
                       case(i_operand)
                        2'd0 : o_result <= i_a + i_b;
                        2'd1 : o_result <= i_a ^ i_b;
                        2'd2 : o_result <= i_a | i_b;
                        2'd3 : o_result <= i_a & i_b;
                        default : o_result <= 8'hff;
                       endcase  
                       o_valid <=1'b1;
                     end
                     else
                       o_valid <=1'b0; 
                  end
              end
endmodule  
</file>
<file path="flow/run.sh">
#!/bin/bash
# OpenROAD 26Q1-2900-gdf79404cd8, Yosys 0.63+post, stock flow scripts
make -C /OpenROAD-flow-scripts/flow DESIGN_CONFIG=/design/flow/config.mk WORK_HOME=/design/flow/orfs finish
</file>
<file path="flow/constraint.sdc">
current_design alu_8bit

set clk_period 1.0
set clk_io_pct 0.2

create_clock -name clk0 -period $clk_period [get_ports {i_clk}]

set non_clock_inputs [all_inputs -no_clocks]
set_input_delay [expr $clk_period * $clk_io_pct] -clock clk0 $non_clock_inputs
set_output_delay [expr $clk_period * $clk_io_pct] -clock clk0 [all_outputs]
</file>
<file path="flow/config.mk">
export PLATFORM = sky130hd
export DESIGN_NAME = alu_8bit
export DESIGN_NICKNAME = alu_8bit
export VERILOG_FILES = /design/flow/design.v
export SDC_FILE = /design/flow/constraint.sdc
export NUM_CORES = 4
export LEC_CHECK = 1
export CORE_AREA = 10 10 79 79
export DIE_AREA = 0 0 89 89
</file>
==> flow_metrics.env <==
# implementation run metrics
export IMPL_skew_ns=0
export IMPL_fp_dieW_um=89
export IMPL_vias=1141
export IMPL_grtUsageTotal_pct=7.94
export IMPL_yosysWarnings=1
export IMPL_synthCells=128
export IMPL_ys_cells=128
export IMPL_grt_pass1_wl_um=5220
export IMPL_detail_route_antenna_nets=0
export IMPL_setup_slack_ns=-0.380
export IMPL_vias_per_cell=4.58
export IMPL_cp_max_fo=3
export IMPL_combPwrFrac_pct=47.3
export IMPL_seq_area_frac_synth_pct=21.9
export IMPL_edf_count=1
export IMPL_ys_flop_type="dfrtp_1"
export IMPL_tightest_slew_ns=0.392
export IMPL_overflow=0
export IMPL_slowest_stage="o41a_1"
export IMPL_irDropWorstVdd_uv=317
export IMPL_crit_arrival_ns=1.50
export IMPL_routed_wirelength_um=3010
export IMPL_fp_utilization_pct=22.6
export IMPL_p_leak_nw=0.869
export IMPL_chip_area_um2=7920
export IMPL_grt_antenna_before_repair=0
export IMPL_top_cells_by_count="inv_1, ha_1, a21oi_1"
export IMPL_crit_chain="buf_8 -> ha_4 -> inv_2 -> fa_2 -> nor2b_4 -> o21a_1 -> o41a_1 -> a32o_1"
export IMPL_finalCriticalPeriod_ns=1.38
export IMPL_ys_seq_elements=9
export IMPL_power_frac_seq_pct=27.2
export IMPL_drt_initial_drc_count=75
export IMPL_cp_top_family="AND-OR/OR-AND gates"
export IMPL_outcome="finished, violations left"
export IMPL_area_leaders="dfrtp_1, ha_1, inv_1, mux2i_1, a21oi_1"
export IMPL_firstDrtPassIters=4
export IMPL_postCtsHoldBufs=0
export IMPL_min_period_over_period_pct=138
export IMPL_grt_pass1_vias=1226
export IMPL_synth_area_leader_cell="dfrtp_1"
export IMPL_switching_power_mw=0.506
export IMPL_drv_slew=0
export IMPL_route_detailed_drc=0
export IMPL_drive_gt1_share_pct=51.8
export IMPL_cts_sinks=9
export IMPL_wl_per_cell_um=12.1
export IMPL_antennaDiodeCount=0
export IMPL_cp_start_kind="input port"
export IMPL_cellPowerDensity_nw_per_um2=888
export IMPL_post_place_ws_ns=-1.16
export IMPL_maxSlewHeadroom_pct=73.2
export IMPL_clk_pin_slew_ns=0.05
export IMPL_core_area_um2=4660
export IMPL_top_cell_area_share_pct=19.0
export IMPL_grt_max_degree=15
export IMPL_synth_area_um2=1050
export IMPL_rows=25
export IMPL_synth_distinct_cells=36
export IMPL_power_frac_clock_pct=25.5
export IMPL_hold_viol=0
export IMPL_cp_end_kind="register"
export IMPL_worst_path_buf_inv=2
export IMPL_p_int_mw=1.15
export IMPL_power_mw=1.65
export IMPL_clockBufferDepth=2
export IMPL_area_growth_pct=76.7
export IMPL_switching_share_pct=30.6
export IMPL_cts_root_buf="clkbuf_8"
export IMPL_cts_tree="built"
export IMPL_critical_path_max_stage_delay_ns=0.31
export IMPL_clock_latency_ns=0.23
export IMPL_warnings=36
export IMPL_drv_cap=0
export IMPL_rsz0062_at_grt="true"
export IMPL_ys_area_um2=1050
export IMPL_avgSynthCellArea_um2=8.23
export IMPL_dp_hpwl_um=2460
export IMPL_most_common_cell="inv_1"
export IMPL_gp_congestion=0.811
export IMPL_hold_path_class="input port to async pin"
export IMPL_die_y_um=89
export IMPL_htreeDepth=1
export IMPL_io_buffers=29
export IMPL_synthArstFlopShare_pct=88.9
export IMPL_fmax_mhz=725
export IMPL_setup_viol=7
export IMPL_failed_checks="negative setup slack"
export IMPL_crit_required_ns=1.12
export IMPL_io_pins=30
export IMPL_numCtsBuffers=3
export IMPL_worstSetupPathType="input port to register"
placed cells by master (no fill, tap or decap), drive strengths merged, types with 2 or more instances in the layout:
cell type	n
buf	50
inv	20
ha	16
a21oi	11
clkbuf	10
dlygate4sd2	9
dfrtp	8
nor2	7
mux2i	7
nand2	6
nand3	5
nor2b	5
o21ai	5
o2111ai	3
or3	3
o211ai	2
o211a	2
o2bb2ai	2
o22ai	2
nor3	2
o21a	2
a2111oi	2
cell families after synthesis:
family | Yosys count | synth area share (%)
fa+ha+maj | 17 | 20.9
buf+inv | 25 | 9.50
mux | 7 | 6.65
compound gates | 39 | 26.2
flops | 9 | 21.9
simple gates | 31 | 14.8
final timing paths:
check                                  start           to  slack [ns]  cells after the start
worst max-delay path                  i_b[0]  o_result[4]       -0.38                      8
worst min-delay path                   i_rst  o_result[3]        0.30                      2
worst max register to register   o_result[3]  o_result[3]        0.06                      4
worst min register to register   o_result[0]  o_result[0]        0.52                      2
max in group asynchronous              i_rst  o_result[1]        0.57                      2
min in group clk0               i_operand[1]  o_result[5]        0.44                      4
metrics by stage:
stage | hold WS, ns | util (%) | setup TNS (ns) | area (um2) | cells
after global placement | 0.518 | 35.4 | -7.71 | 1650 | 234
after detailed placement | 0.519 | 35.4 | -7.75 | 1650 | 234
after CTS | 0.312 | 39.6 | -1.92 | 1850 | 246
final | 0.301 | 39.9 | -1.98 | 1860 | 249
after floorplan | -0.0956 | - | -2.31 | 1110 | 128
after global routing | 0.314 | 39.9 | -2.44 | 1860 | 249
layer usage:
layer  wire, um  track usage (%)  vias to the layer above
met2       1480             14.3                       18
met5          0                0                        -
li1           -                -                      588
met3        134             1.10                        0
met1       1390             10.1                      535
met4          0            0.867                        0
power by group through the flow:
stage	clock network [mW]	registers (mW)	logic, mW
finish	0.422	0.449	0.782
global route	0.465	0.457	0.872
CTS	0.437	0.451	0.769
repair_timing:
action | CTS | global route
cloned | 0 | 0
pin swaps | 22 | 9
resized | 106 | 15
endpoints found under the hold margin | 0 | 0
setup buffers | 8 | 3
setup endpoints to repair | 17 | 13
registers in the layout, summed over array words and instances, names as in the netlist:
signal,cells
o_valid,1
o_result,8
final cells by class:
type,instances,area [um2]
clock buffer,4,45.0
inverter,21,82.6
sequential,9,230
timing repair buffer,67,518
tap,54,67.6
multi-input combinational,94,918
fill,483,2800
Power and IR drop assume default switching activity.
