--- flow/run.sh ---
#!/bin/bash
# OpenROAD 26Q1-2900-gdf79404cd8, Yosys 0.63+post, stock flow scripts
make -C /OpenROAD-flow-scripts/flow DESIGN_CONFIG=/design/flow/config.mk WORK_HOME=/design/flow/orfs finish
--- flow/design.v ---
module D_FF_neg(
	input logic D,Clkb,RSTb,
	output logic Q,Qb
);
 always_ff @(posedge Clkb or negedge RSTb) begin 
 	if(RSTb == 0) begin
 		Q  <= 0;
 		Qb <= 0;
 	end else begin
 		Q <= D ;
 		Qb <= ~D;
 	end
 end
endmodule : D_FF_neg
module top (
	input       Clkb   ,  
	input       RSTb   ,  
	input [1:0] enc_inp,
	output[4:0] cur_state
);
	logic [3:0] next_state;
	logic [3:0] Qb        ;
	logic cmn1, cmn2, cmn3, cmn4;
	assign cmn1 = cur_state[1] & cur_state[0] & enc_inp[1];
	assign cmn2 = ~enc_inp[1] & ~enc_inp[0];
	assign cmn3 = cur_state[2] & ~cur_state[1];
	assign cmn4 = enc_inp[1] & ~enc_inp[0];
	assign next_state[3] = (cur_state[3] & cmn2) |
		(cmn3 & cur_state[0] & enc_inp[1] & enc_inp[1])|
			(cur_state[2] &cur_state[1]& ~cur_state[0] & cmn4 ) ;
	assign next_state[2] = (~cur_state[2] & cur_state[1] & enc_inp[1])|
		(cmn1) |
			(cmn3 & ~cur_state[0]) |(cmn3 & ~enc_inp[1])|
				(cur_state[2]& ~cur_state[0] & ~enc_inp[1])|
					(cmn3 & ~ enc_inp[0])|
						(~cur_state[2]& cur_state[0]& enc_inp[1] & enc_inp[0] );
	assign next_state[1] = (~cur_state[1] & ~cur_state[0]& enc_inp[1])|
		(~cur_state[1]& cmn4) |
			( cur_state[1] & cmn2)|
				(~cur_state[1] & cur_state[0] &~ enc_inp[1]& enc_inp[0] )|
					(cmn1 & enc_inp[0]);
	assign next_state[0] = (~cur_state[0] &enc_inp[0])|
		(cur_state[0]& ~enc_inp[0]) ;
	D_FF_neg D_FF_neg_inst0 (.D(next_state[0]), .Clkb(Clkb), .RSTb(RSTb), .Q(cur_state[0]), .Qb(Qb[0]));
	D_FF_neg D_FF_neg_inst1 (.D(next_state[1]), .Clkb(Clkb), .RSTb(RSTb), .Q(cur_state[1]), .Qb(Qb[1]));
	D_FF_neg D_FF_neg_inst2 (.D(next_state[2]), .Clkb(Clkb), .RSTb(RSTb), .Q(cur_state[2]), .Qb(Qb[2]));
	D_FF_neg D_FF_neg_inst3 (.D(next_state[3]), .Clkb(Clkb), .RSTb(RSTb), .Q(cur_state[3]), .Qb(Qb[2]));
endmodule
--- flow/constraint.sdc ---
current_design top

set clk_period 1.4
set clk_io_pct 0.2

create_clock -name clk0 -period $clk_period [get_ports {Clkb}]

set non_clock_inputs [all_inputs -no_clocks]
set_input_delay [expr $clk_period * $clk_io_pct] -clock clk0 $non_clock_inputs
set_output_delay [expr $clk_period * $clk_io_pct] -clock clk0 [all_outputs]
--- flow/config.mk ---
export PLATFORM = sky130hd
export DESIGN_NAME = top
export DESIGN_NICKNAME = top
export VERILOG_FILES = /design/flow/design.v
export SDC_FILE = /design/flow/constraint.sdc
export NUM_CORES = 4
export LEC_CHECK = 1
export CORE_AREA = 10 10 70 70
export DIE_AREA = 0 0 80 80
==> results.txt <==
fresh numbers from the pnr run: result of the run complete, no violations, number of fill cells 393, DR WL met2 256 um, total power after layout 773 uW, synthesized area 267 um2, biggest cell delay along the critical path 480 ps, final hold slack 245 ps, maximum number of pins on one net before global-route repair 8, part of the Yosys area used for sequential elements 0.376, Max Freq 737 MHz, synth warn 2, area of the multi-input gates 118 um2, share of power burned in registers 0.269, initial core utilization 0.0780, count of warning messages emitted by the tools 25, final WL 583 um, diode count 0, wire length the detailed router placed on met1 223 um, PortBufs 7, number of antenna-violating nets in the routed design 0, I/O pin count 9, post-layout minimum cycle time 1360 ps, core region area 3420 um2, Clock Sinks 4, Required @ worst endpoint 1120 ps, critical path start-end classification register to output pin, post-route cell area 414 um2, Worst Setup Start Kind register, synthesized area per cell 9.52 um2, worst setup slack before clock tree synthesis -97.5 ps, total placed instance area 368 um2, switching power as a share of total power 0.290, share of total power in combinational logic 0.548, horizontal extent of the die 80 um, Max VDD drop 0.264 mV, setup repair after global routing missed its margin no, layout cells sized above 1 0.324, path category of the worst min-delay check input pin to async pin, number of instances in the synthesized netlist 28, CTS Root Buffer Type clkbuf_4, Met3 Wirelength 76 um, Detailed Place HPWL 418 um, cell leakage power 0.167 nW, portion of total power attributed to the clock network 0.184, TritonCTS clock tree done, combined flip-flop and latch cell area 101 um2, First DRT Iteration DRCs 4, worst clock skew 1.81 ps, Sw Pwr 224 uW, Clock Pin Slew Worst Setup and Hold Paths 40 ps, final slew viol count 0, period utilisation layout 0.969, residual DRC count 0, post-synth cell types 17, number of hold violations in the final report 0, CP Max Fanout 3, Final Worst Setup Slack 42.7 ps, commonest cells after routing, fill and taps aside clkdlybuf4s50_1 (7), buf_4 (6), dfrtp_1 (3), nor2_1 (3), clkbuf_4 (3), Worst R2R Setup Slack 120 ps, power per unit of standard cell area 1870 nW/um2, via count of the first global-routing pass 230, average routed wire per standard cell 7.02 um, Maximum Capacitance Violations 0, final-report setup violation count 0, H-tree levels 1, number of buffers and inverters on the critical path 1, Crit path max-delay family buffers and inverters, later-pin clock latency in the skew report 230 ps, library cell contributing the largest single delay on the critical path clkdlybuf4s50_1, top routing layer used met4, Initial DRT Pass Iterations 3, sum of overflow across all layers after global routing 0, worst-path cell chain clkdlybuf4s50_1, Seq cells post-synth 4, Die Span Y 80 um, Total GRT Usage 0.0169, number of vias in the routed layout 215, Top cell excl fill/tap clkdlybuf4s50_1, post-synthesis to final-layout area growth 55.4%, design internal power 549 uW, clock buffers created by TritonCTS 3, wire length of the first global-routing pass 924 um, Bufs on Longest Clock Path 2, row count 21, total cell area reported by yosys after synthesis 267 um2, crit path DAT 1080 ps, final weighted congestion of routability-driven global placement 0.648, element type at the critical path end output pin, Vias per Instance 2.59, yosys cell count 28, antenna violations before repair 0, CTS Hold Bufs 0, die outline area 6400 um2
state kept, by name (all words and copies together), names as in the netlist:
| register | flops |
|---|---|
| D_FF_neg_inst2.Q | 1 |
| D_FF_neg_inst0.Q | 1 |
| D_FF_neg_inst3.Q | 1 |
| D_FF_neg_inst1.Q | 1 |
cell usage after synthesis:
library cell  n  share of area
mux2_4        1          0.056
a21o_2        1          0.033
xnor2_1       1          0.033
a32o_1        1          0.038
mux2i_1       1          0.038
xor2_1        1          0.033
o21a_1        1          0.028
clkbuf_1      1          0.014
nand3b_1      1          0.028
nor2_1        3          0.042
conb_1        1          0.014
buf_4         6           0.17
dfrtp_1       4           0.38
a311oi_1      1          0.033
nand3_1       1          0.019
a21oi_1       1          0.019
nand2_1       2          0.028
per-layer routing:
metal	up-vias	global-route usage
met2	9	0.0273
met1	96	0.0173
met4	0	0.0141
met5	-	0
met3	2	0.00568
li1	108	-
cells by family (layout without fill, tap and decap cells):
logic type / after synthesis / count (layout) / share of synthesized area
and+or+nand+nor: 7 / 7 / 0.117
buffers and inverters: 7 / 16 / 0.183
AOI/OAI and AO/OA: 5 / 5 / 0.150
DFF: 4 / 4 / 0.376
xor gates and xnor gates: 2 / 2 / 0.0657
muxes: 2 / 2 / 0.0939
other: 1 / 1 / 0.0141
worst paths after layout:
check | startpoint | end | cells after the start
min in group clk0 | D_FF_neg_inst3.Q$_DFF_PN0_ | D_FF_neg_inst3.Q$_DFF_PN0_ | 1
worst min register to register | D_FF_neg_inst3.Q$_DFF_PN0_ | D_FF_neg_inst3.Q$_DFF_PN0_ | 1
worst max-delay path | D_FF_neg_inst2.Q$_DFF_PN0_ | cur_state[2] | 1
worst min-delay path | RSTb | D_FF_neg_inst0.Q$_DFF_PN0_ | 1
max in group asynchronous | RSTb | D_FF_neg_inst1.Q$_DFF_PN0_ | 1
worst max register to register | D_FF_neg_inst0.Q$_DFF_PN0_ | D_FF_neg_inst3.Q$_DFF_PN0_ | 4
power groups by stage:
stage	Sequential [mW]	Combinational (mW)	Clock, mW
after CTS	0.212	0.403	0.150
after global routing	0.215	0.458	0.162
final	0.208	0.423	0.142
repair_timing:
action | CTS | global route
gates resized | 1 | 0
setup endpoints to repair | 2 | 1
buffers inserted | 2 | 1
hold endpoints to repair | 0 | 0
layout make-up:
type | count | area share
Clock buffer | 3 | 0.0544
Sequential cell | 4 | 0.245
Timing Repair Buffer | 13 | 0.278
Multi-Input combinational cell | 17 | 0.284
Tap cell | 46 | 0.139
through the flow:
step           std cells  setup TNS [ps]   util
5_1_grt               83               0  0.121
4_1_cts               82               0  0.119
3_5_place_dp          77            -223  0.108
6_report              83               0  0.121
2_1_floorplan         28               0      -
3_3_place_gp          77            -221  0.108
Power figures rest on the tool's default switching activity, not on a simulated workload.
